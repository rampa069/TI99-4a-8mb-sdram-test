`flow/design.v`:
```
`timescale 1ns / 10ps
module ac97_sout(clk, rst,
	so_ld, slt0, slt1, slt2, slt3, slt4,
	slt6, slt7, slt8, slt9,
	sdata_out
	);
input		clk, rst;
input		so_ld;
input	[15:0]	slt0;
input	[19:0]	slt1;
input	[19:0]	slt2;
input	[19:0]	slt3;
input	[19:0]	slt4;
input	[19:0]	slt6;
input	[19:0]	slt7;
input	[19:0]	slt8;
input	[19:0]	slt9;
output		sdata_out;
wire		sdata_out;
reg	[15:0]	slt0_r;
reg	[19:0]	slt1_r;
reg	[19:0]	slt2_r;
reg	[19:0]	slt3_r;
reg	[19:0]	slt4_r;
reg	[19:0]	slt5_r;
reg	[19:0]	slt6_r;
reg	[19:0]	slt7_r;
reg	[19:0]	slt8_r;
reg	[19:0]	slt9_r;
reg	[19:0]	slt10_r;
reg	[19:0]	slt11_r;
reg	[19:0]	slt12_r;
assign	sdata_out = slt0_r[15];
always @(posedge clk)
	if(so_ld)	slt0_r <= #1 slt0;
	else		slt0_r <= #1 {slt0_r[14:0], slt1_r[19]};
always @(posedge clk)
	if(so_ld)	slt1_r <= #1 slt1;
	else		slt1_r <= #1 {slt1_r[18:0], slt2_r[19]};
always @(posedge clk)
	if(so_ld)	slt2_r <= #1 slt2;
	else		slt2_r <= #1 {slt2_r[18:0], slt3_r[19]};
always @(posedge clk)
	if(so_ld)	slt3_r <= #1 slt3;
	else		slt3_r <= #1 {slt3_r[18:0], slt4_r[19]};
always @(posedge clk)
	if(so_ld)	slt4_r <= #1 slt4;
	else		slt4_r <= #1 {slt4_r[18:0], slt5_r[19]};
always @(posedge clk)
	if(so_ld)	slt5_r <= #1 20'h0;
	else		slt5_r <= #1 {slt5_r[18:0], slt6_r[19]};
always @(posedge clk)
	if(so_ld)	slt6_r <= #1 slt6;
	else		slt6_r <= #1 {slt6_r[18:0], slt7_r[19]};
always @(posedge clk)
	if(so_ld)	slt7_r <= #1 slt7;
	else		slt7_r <= #1 {slt7_r[18:0], slt8_r[19]};
always @(posedge clk)
	if(so_ld)	slt8_r <= #1 slt8;
	else		slt8_r <= #1 {slt8_r[18:0], slt9_r[19]};
always @(posedge clk)
	if(so_ld)	slt9_r <= #1 slt9;
	else		slt9_r <= #1 {slt9_r[18:0], slt10_r[19]};
always @(posedge clk)
	if(so_ld)	slt10_r <= #1 20'h0;
	else		slt10_r <= #1 {slt10_r[18:0], slt11_r[19]};
always @(posedge clk)
	if(so_ld)	slt11_r <= #1 20'h0;
	else		slt11_r <= #1 {slt11_r[18:0], slt12_r[19]};
always @(posedge clk)
	if(so_ld)	slt12_r <= #1 20'h0;
	else		slt12_r <= #1 {slt12_r[18:0], 1'b0 };
endmodule
```
`flow/run.sh`:
```
#!/bin/bash
# OpenROAD 26Q1-2900-gdf79404cd8, Yosys 0.63+post, stock flow scripts
make -C /OpenROAD-flow-scripts/flow DESIGN_CONFIG=/design/flow/config.mk WORK_HOME=/design/flow/orfs finish
```
`flow/config.mk`:
```
export PLATFORM = sky130hd
export DESIGN_NAME = ac97_sout
export DESIGN_NICKNAME = ac97_sout
export VERILOG_FILES = /design/flow/design.v
export SDC_FILE = /design/flow/constraint.sdc
export NUM_CORES = 4
export LEC_CHECK = 1
export CORE_UTILIZATION = 40
```
`flow/constraint.sdc`:
```
current_design ac97_sout

set clk_period 1.4
set clk_io_pct 0.2

create_clock -name clk0 -period $clk_period [get_ports {clk}]

set non_clock_inputs [all_inputs -no_clocks]
set_input_delay [expr $clk_period * $clk_io_pct] -clock clk0 $non_clock_inputs
set_output_delay [expr $clk_period * $clk_io_pct] -clock clk0 [all_outputs]
```
==> impl_metrics.xml <==
<?xml version="1.0" encoding="UTF-8"?>
<metrics>
  <group name="power_and_ir_drop">
    <metric name="total_power" unit="W">0.01231</metric>
    <metric name="pwr_density_cell" unit="nW/µm²">1343</metric>
    <metric name="max-vdd-ir-drop" unit="µV">885.6</metric>
    <metric name="power.static_leakage" unit="nW">3.855</metric>
  </group>
  <group name="worst_setup_path">
    <metric name="worstSetupStartpointType" unit="">flop</metric>
    <metric name="worstPathArrival" unit="ps">920</metric>
    <metric name="critical_path.top_delay_family" unit="">flip-flops</metric>
    <metric name="cp.buffers_inverters" unit="">1</metric>
    <metric name="critical_path_required" unit="ps">1120</metric>
    <metric name="critical_path.max_fanout" unit="">1</metric>
    <metric name="critical_path.reg2reg.endpoint" unit="">slt7_r[15]</metric>
    <metric name="regToRegStartpoint" unit="">slt7_r[14]</metric>
    <metric name="worstRegToRegCells" unit="">1</metric>
    <metric name="critPathMaxStageDelay" unit="ps">300</metric>
    <metric name="timing.critical_path.to_type" unit="">output pin</metric>
    <metric name="timing.critical_path.cells" unit="">dlygate4sd2_1</metric>
    <metric name="rrSetupSlack" unit="ps">710</metric>
    <metric name="critical_path_class" unit="">flop to output pin</metric>
    <metric name="critPathSlowestCell" unit="">dfxtp_1</metric>
  </group>
  <group name="final_timing">
    <metric name="setup_viol" unit="">0</metric>
    <metric name="max-slew-margin-rel" unit="%">84.74</metric>
    <metric name="unrepaired_setup_endpoints_after_global_routing" unit="">no</metric>
    <metric name="final_critical_path_setup_slack" unit="ps">196.0</metric>
    <metric name="finalHoldViolations" unit="">0</metric>
    <metric name="setup_tns" unit="ps">0</metric>
    <metric name="fin_crit_sh" unit="%">86.00</metric>
    <metric name="final.min_clock_period" unit="ps">1204</metric>
    <metric name="finalMaxSlewViolations" unit="">0</metric>
    <metric name="max_clock_freq" unit="MHz">830.5</metric>
    <metric name="worstMarginPinSlew" unit="ps">228.9</metric>
    <metric name="final.setup_skew" unit="ps">6.848</metric>
  </group>
  <group name="hold_path">
    <metric name="min_from" unit="">so_ld</metric>
    <metric name="holdPathStages" unit="">2</metric>
    <metric name="holdCritPathClass" unit="">primary input to flop</metric>
    <metric name="timing.hold.worst_endpoint" unit="">slt8_r[2]</metric>
  </group>
  <group name="global_routing">
    <metric name="grt_pass1_wl" unit="µm">17120</metric>
    <metric name="first_global_vias" unit="">3588</metric>
    <metric name="track_usage" unit="%">13.24</metric>
    <metric name="largest_net_degree_at_the_start_of_global_routing" unit="">41</metric>
    <metric name="number_of_antenna_violations_at_the_first_check_in_global_routing" unit="">0</metric>
    <metric name="global_route.overflow_total" unit="">0</metric>
  </group>
  <group name="die">
    <metric name="dieArea" unit="µm²">17040</metric>
    <metric name="die_width" unit="µm">130.5</metric>
    <metric name="placeableCoreArea" unit="µm²">16000</metric>
    <metric name="chipHeight" unit="µm">130.5</metric>
    <metric name="io-pin-count" unit="">180</metric>
    <metric name="rows" unit="">46</metric>
    <metric name="floorplan.core_util" unit="%">41.30</metric>
  </group>
  <group name="route">
    <metric name="antennaDiodeCount" unit="">0</metric>
    <metric name="initialDrtViolationCount" unit="">93</metric>
    <metric name="vias_per_cell" unit="">4.315</metric>
    <metric name="drt_antenna_net_count" unit="">0</metric>
    <metric name="dr_total_vias" unit="">3560</metric>
    <metric name="firstDrtPassIters" unit="">3</metric>
    <metric name="drt-wirelength-per-cell" unit="µm">13.09</metric>
    <metric name="drc" unit="">0</metric>
    <metric name="wl" unit="µm">10800</metric>
  </group>
  <group name="place">
    <metric name="gpl.final_weighted_congestion" unit="">0.7313</metric>
    <metric name="dp_worst_setup_slack" unit="ps">140.9</metric>
    <metric name="hpwl" unit="µm">7199</metric>
    <metric name="placed_cells" unit="">793</metric>
    <metric name="numPortBuffers" unit="">178</metric>
    <metric name="dpl-instance-area" unit="µm²">8589</metric>
  </group>
  <group name="run">
    <metric name="cap_viol_max_count" unit="">0</metric>
    <metric name="tool_warnings" unit="">26</metric>
  </group>
  <group name="clock_network">
    <metric name="clk_lat_worst_skew" unit="ps">410</metric>
    <metric name="cts_made_buffers" unit="">17</metric>
    <metric name="clk_path_buf_depth" unit="">2</metric>
    <metric name="post_cts_resized" unit="">1</metric>
    <metric name="sink_count_of_the_clock_tree" unit="">196</metric>
    <metric name="h-tree-depth" unit="">4</metric>
    <metric name="clock_slew_at_reported_path_ffs" unit="ps">70</metric>
    <metric name="hold_buffers" unit="">0</metric>
    <metric name="post_cts_buffers" unit="">0</metric>
    <metric name="clock_tree_from_tritoncts" unit="">yes</metric>
    <metric name="cts_root_buf" unit="">clkbuf_16</metric>
  </group>
  <group name="synthesis">
    <metric name="sequential_area_share_after_synthesis" unit="%">59.38</metric>
    <metric name="syn_area_per_cell" unit="µm²">15.96</metric>
    <metric name="ys_seq_elements" unit="">196</metric>
    <metric name="synth-area-yosys" unit="µm²">6608</metric>
    <metric name="post_synthesis_cell_area" unit="µm²">6608</metric>
    <metric name="cell_count_listed_in_synth_stat_txt" unit="">414</metric>
    <metric name="ys_types" unit="">8</metric>
    <metric name="postSynthCellCount" unit="">414</metric>
    <metric name="yosys_warnings" unit="">1</metric>
  </group>
  <group name="final_layout">
    <metric name="finish.instance_area" unit="µm²">9166</metric>
    <metric name="mostFrequentLayoutCell" unit="">dfxtp_1</metric>
    <metric name="filler_cells_inserted" unit="">1315</metric>
    <metric name="final_cell_count_no_fill" unit="">825</metric>
    <metric name="final_cell_mix" unit="">dfxtp_1 (196), clkdlybuf4s50_1 (176), mux2_4 (101)</metric>
    <metric name="share_of_layout_cells_above_drive_strength_1" unit="%">34.98</metric>
    <metric name="layout-area-overhead-vs-synth" unit="%">38.72</metric>
  </group>
  <group name="run_status">
    <metric name="outcome" unit="">completed</metric>
  </group>
</metrics>
==> kinds of logic after synthesis <==
logic type / after synthesis / synth area share (%)
flip-flops: 196 / 59.38
buffers and inverters: 22 / 3.068
AND/OR/NAND/NOR: 21 / 1.988
multiplexers: 175 / 35.56
==> synth_stat cells (all sizes together) <==
library cell / count / area share, %
dfxtp: 196 / 59
clkbuf: 1 / 0.057
nor2b: 20 / 1.9
buf: 21 / 3.0
mux2: 175 / 36
and2: 1 / 0.095
==> layout make-up <==
class / instances / area, µm² / area share [%]
clock buffers: 20 / 446.7 / 4.873
flip-flops and latches: 196 / 3924 / 42.81
clock inverters: 12 / 131.4 / 1.433
multi-input cells: 196 / 2481 / 27.07
well taps: 216 / 270.3 / 2.948
repair buffers: 185 / 1913 / 20.87
==> worst max-delay path by stage <==
stage / start / to / cells past startpoint
finish: slt0_r[15] / sdata_out / 1
CTS: slt0_r[15] / sdata_out / 1
global route: slt0_r[15] / sdata_out / 1
==> state kept, by name, indices dropped and copies added, names as in the netlist <==
signal / flops
slt1_r: 20
slt2_r: 20
slt3_r: 20
slt4_r: 20
slt5_r: 20
slt6_r: 20
slt7_r: 20
slt8_r: 20
slt9_r: 20
slt0_r: 16
==> power by group <==
part | internal (W) | switching [W]
clock | 0.00268 | 0.00200
sequential | 0.00611 | 0.000130
combinational | 0.00108 | 0.000313
total | 0.00988 | 0.00244
==> metal layers <==
layer  part of all wire, %  routed length [µm]  up-vias  track usage, %
li1                      -                   -     1779               -
met1                    50                5445     1644           21.49
met2                    38                4100      132           17.43
met3                    11                1160        5           5.390
met4                  0.89                  96        0           1.487
met5                     0                   0        -               0
==> metrics by stage <==
step / utilization (%) / hold slack, ps
6_report: 57.29 / 263.3
5_1_grt: 57.29 / 256.0
4_1_cts: 57.29 / 250.7
3_5_place_dp: 53.68 / 422.5
3_3_place_gp: 53.68 / 418.1
2_1_floorplan: - / 407.3
Power figures rest on the tool's default switching activity, not on a simulated workload.
