==> design/flow/design.v <==
module flash (
  input clk8,
  input n_reset,
  input bad_load,
  input load_disk,
  input [3:0] disk,
  input dioBusControl,
  output reg romLoaded,
  output reg diskLoaded,
  output [15:0] memoryDataOut,
  output [19:0] memoryAddr,
  output n_ramWE,
  output reg loading,
  output reg spi_sclk,
  output reg spi_ss,
  output spi_mosi,
  input spi_miso
);
  reg next_loading;
  reg next_romLoaded;
  reg next_diskLoaded;
  reg next_spi_sclk;
  reg next_spi_ss;
  reg next_spi_mosi;
  reg [3:0] spi_state, next_spi_state;
  reg [31:0] dout, next_dout;
  reg [4:0] bitcnt, next_bitcnt;
  reg [18:0] wordcnt, next_wordcnt;
  reg [15:0] din, next_din;
  reg [15:0] word, next_word;
  reg [18:0] addr, next_addr;
  reg wordready, next_wordready;
  reg load_disk_sync;
  always @(posedge clk8 or negedge n_reset) begin
    if (!n_reset) begin
      spi_state <= 4'd0;
      loading <= 1'b1;
      spi_sclk <= 1'b0;
      spi_ss <= 1'b1;
      dout <= 32'h00000000;
      bitcnt <= 5'd0;
      wordcnt <= 19'd0;
      din <= 16'h0000;
      word <= 16'h0000;
      addr <= 19'd0;
      wordready <= 1'b0;
      romLoaded <= 1'b0;
      diskLoaded <= 1'b0;
      load_disk_sync <= 1'b0;
    end else begin
      spi_state <= next_spi_state;
      loading <= next_loading;
      spi_sclk <= next_spi_sclk;
      spi_ss <= next_spi_ss;
      dout <= next_dout;
      bitcnt <= next_bitcnt;
      wordcnt <= next_wordcnt;
      din <= next_din;
      word <= next_word;
      addr <= next_addr;
      wordready <= next_wordready;
      romLoaded <= next_romLoaded;
      diskLoaded <= next_diskLoaded;
      load_disk_sync <= load_disk;
    end
  end
  always @ (*) begin
    next_spi_state = spi_state;
    next_loading = loading;
    next_spi_sclk = spi_sclk;
    next_spi_ss = spi_ss;
    next_dout = dout;
    next_bitcnt = bitcnt;
    next_wordcnt = wordcnt;
    next_din = din;
    next_word = word;
    next_addr = addr;
    next_wordready = (wordready & dioBusControl) ? 1'b0 : wordready;
    next_romLoaded = romLoaded;
    next_diskLoaded = 1'b0;
    case (spi_state)
      4'd0: begin
        next_loading = 1'b1;
        next_spi_sclk = 1'b0;
        next_spi_ss = 1'b1;
        next_wordcnt = 19'd0;
        next_wordready = 1'b0;
        next_spi_state = 4'd1;
      end
      4'd1: begin
        next_spi_sclk = 1'b1;
        next_spi_state = 4'd2;
      end
      4'd2: begin
        next_spi_sclk = 1'b0;
        next_spi_ss = 1'b0;
        next_dout = 32'h03160000;  
        next_bitcnt = 5'd0;
        next_spi_state = 4'd3;
      end
      4'd3: begin
        next_spi_sclk = 1'b1;
        next_spi_state = 4'd4;
      end
      4'd4: begin
        next_spi_sclk = 1'b0;
        next_bitcnt = bitcnt + 1'b1;
        if (bitcnt == 5'd31) begin
          next_bitcnt = 3'd0;
          next_spi_state = 4'd5;
        end else begin
          next_dout = {dout[30:0], 1'b0};
          next_spi_state = 4'd3;
        end
      end
      4'd5: begin
        next_spi_sclk = 1'b1;
        next_wordready = 1'b0;
        next_din = {din[14:0], spi_miso};
        next_spi_state = 4'd6;
      end
      4'd6: begin
        next_spi_sclk = 1'b0;
        next_bitcnt = bitcnt + 1'b1;
        if (bitcnt == 5'd15) begin
          next_wordready = 1'b1;
          next_word = din;
          next_addr = wordcnt;
          next_wordcnt = wordcnt + 1'b1;
			 if (wordcnt == 19'd131071) begin
            next_spi_state = 4'd7;
          end else begin
            next_bitcnt = 5'd0;
            next_spi_state = 4'd5;
          end
        end else begin
          next_spi_state = 4'd5;
        end
      end
      4'd7: begin
        next_spi_ss = 1'b1;
        next_wordready = 1'b0;
        next_loading = 1'b0;
        if (bad_load)
          next_spi_state = 4'd0;
        else begin
          next_romLoaded = 1'b1;
          next_spi_state = 4'd8;
        end
      end
      4'd8: begin
        next_loading = 1'b0;
        next_spi_sclk = 1'b0;
        next_spi_ss = 1'b1;
        next_wordcnt = 19'd131071;   
        if (load_disk_sync) begin
          next_loading = 1'b1;
          next_spi_state = 4'd9;
        end
      end
      4'd9: begin
        next_spi_sclk = 1'b1;
        next_spi_state = 4'd10;
      end
      4'd10: begin
        next_spi_sclk = 1'b0;
        next_spi_ss = 1'b0;
        next_dout = {8'h03, 24'h180000 + {disk, 20'd0}};
        next_bitcnt = 5'd0;
        next_spi_state = 4'd11;
      end
      4'd11: begin
        next_spi_sclk = 1'b1;
        next_spi_state = 4'd12;
      end
      4'd12: begin
        next_spi_sclk = 1'b0;
        next_bitcnt = bitcnt + 1'b1;
        if (bitcnt == 5'd31) begin
          next_bitcnt = 3'd0;
          next_spi_state = 4'd13;
        end else begin
          next_dout = {dout[30:0], 1'b0};
          next_spi_state = 4'd11;
        end
      end
      4'd13: begin
        next_spi_sclk = 1'b1;
        next_din = {din[14:0], spi_miso};
        next_spi_state = 4'd14;
      end
      4'd14: begin
        next_spi_sclk = 1'b0;
        next_bitcnt = bitcnt + 1'b1;
        if (bitcnt == 5'd15) begin
          next_wordready = 1'b1;
          next_word = din;
          next_addr = wordcnt;
          next_wordcnt = wordcnt + 1'b1;
          if (wordcnt == 19'd475135) begin
            next_diskLoaded = 1'b1;
            next_spi_state = 4'd15;
          end else begin
            next_bitcnt = 5'd0;
            next_spi_state = 4'd13;
          end
        end else begin
          next_spi_state = 4'd13;
        end
      end
      4'd15: begin
        next_spi_ss = 1'b1;
        next_loading = 1'b0;
        if (!load_disk_sync)
          next_spi_state = 4'd8;
      end
      default:
        next_spi_state = 4'd0;
    endcase
  end
  assign spi_mosi = dout[31];
  assign memoryAddr = {addr, 1'b0};
  assign memoryDataOut = word;
  assign n_ramWE = ~wordready;
endmodule
==> design/flow/run.sh <==
#!/bin/bash
# OpenROAD 26Q1-2900-gdf79404cd8, Yosys 0.63+post, stock flow scripts
make -C /OpenROAD-flow-scripts/flow DESIGN_CONFIG=/design/flow/config.mk WORK_HOME=/design/flow/orfs finish
==> design/flow/config.mk <==
export PLATFORM = sky130hd
export DESIGN_NAME = flash
export DESIGN_NICKNAME = flash
export VERILOG_FILES = /design/flow/design.v
export SDC_FILE = /design/flow/constraint.sdc
export NUM_CORES = 4
export LEC_CHECK = 1
export CORE_UTILIZATION = 30
==> design/flow/constraint.sdc <==
current_design flash

set clk_period 5.7
set clk_io_pct 0.2

create_clock -name clk0 -period $clk_period [get_ports {clk8}]

set non_clock_inputs [all_inputs -no_clocks]
set_input_delay [expr $clk_period * $clk_io_pct] -clock clk0 $non_clock_inputs
set_output_delay [expr $clk_period * $clk_io_pct] -clock clk0 [all_outputs]
==> out/results.tsv <==
stage	metric	value	unit
worst_hold_path	hold_path.class	flip-flop to flip-flop	
clock_network	postCtsSetupBuffers	0	
critical_path	worstPathArrival	2940	ps
grt	grt_pass1_wl	19.1	mm
floorplanning	boundaryPins	53	
pwr	power_density	523	nW/µm²
clock_network	clk_pin_slew	50	ps
critical_path	end_kind	flip-flop	
synth	post-synth-top-area-cell	dfrtp_1	
finish	area_growth	24.5	%
critical_path	crit_required	5990	ps
grt	grt_start_max_net_pins	59	
status	status	finished, final reports clean	
routing	postRouteAntennaNets	0	
final_timing	timing.fmax	0.377	GHz
placed_design	place_congestion	0.891	
synth	most_common_cell	dfrtp_1	
job	maxCapViolCount	0	
floorplanning	die-width	134	µm
synth	ys.flop_type	dfrtp_1	
floorplanning	core-area	16800	µm²
clock_network	hold_buffers	0	
routing	routedWlPerCell	15.4	µm
final_timing	setup_tns	0	ps
final_timing	timing.slew.headroom	39.3	%
routing	viasPerCell	5.15	
clock_network	numCtsBuffers	17	
pwr	ir_drop	278	µV
final_timing	slew_violations	0	
routing	dr.pass1.iters	5	
clock_network	cts_resized	0	
routing	vias	3689	
finish	post-route-util	38.6	%
synth	syn-cell-area	5200	µm²
critical_path	crit_fanout	20	
grt	grt_antenna_before_repair	0	
critical_path	critPathKind	flip-flop to flip-flop	
grt	grt.total_usage	13.5	%
synth	postSynth.asyncResetShare	100	%
routing	drt_iter0_drc	232	
synth	yosysWarnings	1	
placed_design	port_buffers	51	
synth	common_cells	dfrtp_1, mux2_2, nor2_1	
critical_path	worstSetupStartpointType	flip-flop	
final_timing	post-route-min-period	2650	ps
synth	edf_count	0	
floorplanning	row_count	47	
finish	layout-drive-gt1-share	22.3	%
final_timing	finalClockSkew	6.83	ps
synth	synth_cell_types	53	
final_timing	final_hold_viol_count	0	
clock_network	cts_htree_levels	4	
routing	insertedDiodeCount	0	
grt	grt_pass1_vias	3720	
placed_design	dp_hpwl	7.13	mm
synth	yosysSeqAreaShare	54.5	%
final_timing	rsz0062_at_grt	false	
clock_network	worstSkewPairLatency	410	ps
floorplanning	chipHeight	134	µm
clock_network	cts_sinks	113	
synth	synth-area-yosys	5200	µm²
grt	globalRoute.totalOverflow	0	
final_timing	setup_violations	0	
synth	area_leaders	dfrtp_1, mux2_2, a22o_1	
floorplanning	fp_util	31.0	%
final_timing	worst_slew_pin_slew	903	ps
clock_network	cts-root-buf	clkbuf_16	
floorplanning	die_area	17900	µm²
routing	drt-total-wl	11.0	mm
synth	ys.flops	113	
synth	synthCells	439	
synth	top_area_share	53.0	%
synth	ys_cells	439	
clock_network	clock_tree.buffer_depth	2	
pwr	p_leak	2.82	nW
final_timing	fin_crit_sh	46.6	%
job	warning_count	27	
routing	drc	0	
synth	avgSynthCellArea	11.8	µm²
clock_network	cts_tree	done	
==> worst paths after layout <==
path	start	to	slack, ps	cells after the start
worst max register to register	spi_state[1]$_DFF_PN0_	dout[25]$_DFFE_PN0P_	3050	4
worst min register to register	spi_state[11]$_DFF_PN0_	spi_state[7]$_DFF_PN0_	450	0
worst min-delay path	spi_state[11]$_DFF_PN0_	spi_state[7]$_DFF_PN0_	450	0
worst max-delay path	spi_state[1]$_DFF_PN0_	dout[25]$_DFFE_PN0P_	3050	4
min in group asynchronous	n_reset	spi_state[13]$_DFF_PN0_	790	1
max in group asynchronous	n_reset	wordcnt[1]$_DFFE_PN0P_	3730	2
==> metrics by stage <==
| step | instance area (µm²) | power, mW | hold slack [ps] | setup WS [ps] | instances |
|---|---|---|---|---|---|
| 4_1_cts | 6470 | 3.42 | 445 | 3050 | 717 |
| 5_1_grt | 6470 | 3.59 | 469 | 2930 | 717 |
| 2_1_floorplan | 5200 | 2.02 | 388 | 3350 | 439 |
| 3_3_place_gp | 5860 | 2.30 | 429 | 3090 | 686 |
| 3_5_place_dp | 5860 | 2.32 | 434 | 3090 | 686 |
| 6_report | 6470 | 3.38 | 454 | 3050 | 717 |
==> state kept, by name, summed over array words and instances, names as in the netlist <==
register,cells
romLoaded,1
word,16
wordready,1
bitcnt,5
spi_ss,1
dout,15
spi_sclk,1
spi_state,16
load_disk_sync,1
loading,1
din,16
wordcnt,19
addr,19
diskLoaded,1
==> kinds of logic after synthesis <==
| logic type | after synthesis | share of synthesized area, % |
|---|---|---|
| AOI/OAI and AO/OA | 101 | 13.3 |
| xor gates and xnor gates | 3 | 0.506 |
| adders and majority gates | 6 | 1.44 |
| buffers and inverters | 44 | 3.97 |
| DFF | 113 | 54.5 |
| muxes | 61 | 13.2 |
| other | 1 | 0.0722 |
| and+or+nand+nor | 110 | 13.0 |
==> worst max-delay path, cell delays in order, from the launching register on <==
cell	delay, ps
dfrtp_1	660
nor4_4	580
nand3_2	340
a211o_1	580
mux2_4	370
==> per-layer routing <==
metal  global-route usage [%]  vias up  routed length, µm
met5                        0        -                  0
met2                     19.7      126               5000
met4                     2.21        0                180
li1                         -     1733                  -
met3                     3.38       14                783
met1                     21.2     1816               5080
==> cell type report <==
class	instances	area, µm²
flip-flops and latches	113	2830
fillers	1528	10300
clock buffers	21	470
multi-input cells	282	2160
inverters	16	60.1
repair buffers	55	538
clock inverters	10	134
well taps	220	275
==> cell usage in the layout (no fill, tap or decap), drive strengths merged, types with 8 or more instances in the layout <==
cell type and n:
nor2 27, nand4 8, a21oi 11, dfrtp 110, clkdlybuf4s50 50, nand2 11
clkbuf 21, a22o 13, nor4 12, mux2 58, inv 16, nand3 10
o31ai 10, a31oi 10, o21ai 21
==> power by group <==
part           total (mW)  switching (mW)  internal [mW]
Sequential           1.15           0.137           1.01
Clock                1.07           0.353          0.715
Combinational        1.16           0.566          0.597
Power is estimated from default activity; no workload was simulated.
